<file path="design/flow/config.mk">
export PLATFORM = sky130hd
export DESIGN_NAME = board_level_data_physical_decoder
export DESIGN_NICKNAME = board_level_data_physical_decoder
export VERILOG_FILES = /design/flow/design.v
export SDC_FILE = /design/flow/constraint.sdc
export NUM_CORES = 4
export LEC_CHECK = 1
export CORE_AREA = 10 10 70 70
export DIE_AREA = 0 0 80 80
</file>
<file path="design/flow/run.sh">
#!/bin/bash
# OpenROAD 26Q1-2900-gdf79404cd8, Yosys 0.63+post, stock flow scripts
make -C /OpenROAD-flow-scripts/flow DESIGN_CONFIG=/design/flow/config.mk WORK_HOME=/design/flow/orfs finish
</file>
<file path="design/flow/constraint.sdc">
current_design board_level_data_physical_decoder

set clk_period 1.5
set clk_io_pct 0.2

create_clock -name clk0 -period $clk_period [get_ports {clk}]

set non_clock_inputs [all_inputs -no_clocks]
set_input_delay [expr $clk_period * $clk_io_pct] -clock clk0 $non_clock_inputs
set_output_delay [expr $clk_period * $clk_io_pct] -clock clk0 [all_outputs]
</file>
<file path="design/flow/design.v">
module board_level_data_physical_decoder(
        input clk,
        input rst,
        input[7:0] raw_data,
        input raw_data_valid,
        output reg frame_start,
        output reg frame_end,
        output reg[5:0] decoded_data,
        output reg decoded_data_valid
    );
    always @(posedge clk) begin
        if(rst) begin
            frame_start <= 1'b0;
        end
        else if(!raw_data_valid) begin
            frame_start <= 1'b0;
        end
        else if(raw_data == 8'b00000001) begin
            frame_start <= 1'b1;
        end
        else begin
            frame_start <= 1'b0;
        end
    end
    always @(posedge clk) begin
        if(rst) begin
            frame_end <= 1'b0;
        end
        else if(!raw_data_valid) begin
            frame_end <= 1'b0;
        end
        else if(raw_data == 8'b00000010) begin
            frame_end <= 1'b1;
        end
        else begin
            frame_end <= 1'b0;
        end
    end
    always @(posedge clk) begin
        if(rst) begin
            decoded_data <= 6'b0;
        end
        else if(!raw_data_valid) begin
            decoded_data <= 6'b0;
        end
        else begin
            decoded_data <= raw_data[7:2];
        end
    end
    always @(posedge clk) begin
        if(rst) begin
            decoded_data_valid <= 1'b0;
        end
        else if(!raw_data_valid) begin
            decoded_data_valid <= 1'b0;
        end
        else if(raw_data == 8'b0) begin
            decoded_data_valid <= 1'b0;
        end
        else begin
            decoded_data_valid <= raw_data_valid;
        end
    end
endmodule  
</file>
==> reports/notes.md <==
The flow ran to the end, and the final reports show no timing, DRC or antenna violations. The die covers 0.00640 mm2. For reference, the post-synthesis area per instance comes to 12.7 um2. The capture point of the critical path is frame_start.

The synthesis report lists the most area-consuming cells as dfxtp_1, and2_1, nor4b_2, nor4_2, or4_4. The tree is rooted in a clkbuf_4. Summed over all layers, the global routing overflow is 0.

The run gives 76.8% for the tightest slew margin relative to the limit. For the number of global-route vias before repair, the log shows 265. At the pin with the least slew margin, the transition time is 0.348 ns.

According to the hold report, the worst path is of the in -> reg type. The run gives 0.00342 mm2 for the core area. After clock tree synthesis, the setup repair step added 0 buffers. The tools report the number of levels the H-tree was split into as 1. By startpoint and endpoint, the worst setup path is classified as in -> reg. Post-route period utilization is reported as 92.1%. With the global routing usage summed across all routing layers at 2.24%, the violation count after the first detailed-routing iteration is 7. For this run, the script counts the antenna cells in the layout as 0. The post-place setup slack was -0.140 ns; the fraction of layout cells with a size suffix above 1 was 17.0%.

Per the post-synthesis report, the number of cells in the design is 23. The tools report the core utilization at floorplan as 8.57%. The congestion estimate from routability-driven global placement came to 0.755. Once routing completed, OpenROAD measured the worst setup slack at 0.118 ns. The top cell type by area accounts for 61.5% of the synthesized area. The detailed-route wire length is 807 um, and the HPWL after detailed placement is 745 um. The yosys warning tally is 1, and the CTS sink count is 9. The TritonCTS buffer count is 3. The run gives 0 for the count of unresolved DRC violations after routing.

The logs give 0 for the setup violation total in the final timing report and 1.55 ns for the data arrival time of the critical path. The die height works out to 80 um. The layout-stage area growth over the synthesis result is 96.2%, and the number of storage elements in the synthesis netlist is 9. The number of placement rows was 21. The routed layout has 247 vias. The logs give 8 for the largest net degree at the start of global routing and 0 for the number of gates given a new drive strength after cts. In this run the VDD rail shows a maximum IR drop of 0.180 mV. Per STA, the startpoint of the critical path is raw_data[3]. Of the synthesized area, sequential elements account for 61.5%. Summing every instance area after synthesis gives 293 um2.

Overall power consumption after layout is estimated at 482 uW. By instance count after routing, the leading logic cell types are clkdlybuf4s50_1, dfxtp_1, and2_1. The number of maximum-capacitance violations recorded for the run is 0.

The final critical path time including I/O delays and setup is 1.38 ns, and the power density relative to cell area is 839 mW/mm2. Per the placement log, port buffering inserted 19 buffers. In this run the count of I/O pins placed on the die edge is 20.

The kind of capture point of the worst setup path is a flop. With the largest fanout on the critical path at 3, the per-cell via count in the routed design is 2.66. TritonCTS built the clock tree.

The worst setup path is launched from an input pin. Stage-log warning count: 25. The longest clock path from root to sink contains 2 buffers. On the worst setup and hold paths after CTS, the clock-pin slew comes to 0.05 ns. With the final max-slew violation count at 0, the average detailed-routed wire length per instance is 8.68 um.

Yosys cell count: 23. The initial antenna violation count was 0. The library cell used most frequently in the layout, excluding fill and tap cells, is clkdlybuf4s50_1. The analysis attributes to cell leakage a power of 0.199 nW. The iteration count recorded for the first detailed-route pass is 2. The data required time reported for the critical path is 1.67 ns. The Yosys chip area was 293 um2; the number of nets with antenna violations after routing was 0. The number of hold buffers added after CTS was 0.

Setup repair after global routing left no endpoint under its margin. In this run the horizontal extent of the chip is 80 um. The tools report the tally of unique sky130hd cells used after synthesis as 11.

The leading area contributor after synthesis is dfxtp_1. The tools report the final-report hold violation count as 0. The logs give 0.724 GHz for the achievable clock frequency and 1.13 mm for the global-route wire length before repair.
==> metal layers <==
| layer | vias up | wire length, um | share of wire (%) | GRT usage, % |
|---|---|---|---|---|
| li1 | 128 | - | - | - |
| met1 | 107 | 206 | 26 | 1.42 |
| met2 | 10 | 484 | 60 | 4.90 |
| met3 | 2 | 104 | 13 | 1.14 |
| met4 | 0 | 12 | 1.5 | 0.704 |
| met5 | - | 0 | 0 | 0 |
==> where the power goes <==
| group | internal, mW | leakage [nW] | total [mW] | switching, mW |
|---|---|---|---|---|
| clock | 0.102 | 0.0150 | 0.174 | 0.0727 |
| sequential | 0.247 | 0.0737 | 0.249 | 0.00179 |
| combinational | 0.0441 | 0.110 | 0.0583 | 0.0142 |
| total | 0.393 | 0.199 | 0.482 | 0.0887 |
==> worst max-delay path, stage by stage <==
cell	delay, ns
clkdlybuf4s50_1	0.42
or4_4	0.57
nor4b_2	0.25
==> worst min-delay path by stage <==
stage,startpoint,endpoint,slack (ns),cells after the start
after global routing,raw_data[4],decoded_data[2],0.65,2
after CTS,raw_data[4],decoded_data[2],0.64,2
final,raw_data[4],decoded_data[2],0.64,2
==> registers in the layout, indices dropped and copies added (netlist names) <==
signal and cells:
frame_end 1, decoded_data_valid 1, decoded_data 6, frame_start 1
==> cell families (layout without fill, tap and decap cells) <==
| kind of cell | Yosys count | in the layout | share of synthesized area (%) |
|---|---|---|---|
| and+or+nand+nor | 12 | 12 | 34.6 |
| DFF | 9 | 9 | 61.5 |
| AOI/OAI and AO/OA | 1 | 1 | 2.57 |
| buffers and inverters | 1 | 25 | 1.28 |
==> metrics by stage <==
step	instances	setup TNS, ns	instance area [um2]	utilization (%)	hold WS (ns)
final	93	0	574	16.8	0.644
after floorplan	23	0	293	-	0.371
after global routing	93	0	574	16.8	0.648
after CTS	93	0	574	16.8	0.642
after detailed placement	89	-0.362	548	16.0	0.911
after global placement	89	-0.291	548	16.0	0.900
==> synthesized netlist by cell type <==
cell / count
dfxtp_1: 9
and2_1: 5
and2_2: 1
inv_1: 1
nor2b_1: 1
nor4_2: 1
nor4b_2: 1
o21a_1: 1
or4_1: 1
or4_4: 1
or4b_1: 1
==> area by class of cell <==
type / instances / area, um2
tap: 46 / 57.6
clock buffer: 4 / 26.3
sequential: 9 / 180
multi-input combinational: 13 / 109
inverter: 1 / 3.75
fill: 378 / 2840
timing repair buffer: 20 / 198
No activity file was given, so power comes from the tool's default toggle rates.
