==> flow/design.v <==
module board_level_data_physical_encoder(
        input clk,
        input rst,
        input empty,
        output rd,
        input valid,
        input frame_start,
        input frame_end,
        input [5:0] raw_data,
        output reg [7:0] encoded_data,
        input full
    );
    reg [7:0] last_encoded_data;
    reg last_full;
    assign rd = ~full;
    always @(posedge clk) begin
        if(rst) begin
            last_full <= 1'b0;
        end
        else begin
            last_full <= full;
        end
    end
    always @(posedge clk) begin
        if(rst) begin
            last_encoded_data <= 8'b0;
        end
        else begin
            last_encoded_data <= encoded_data;
        end
    end
    always @(*) begin
        if(!valid) begin
            encoded_data = last_full ? last_encoded_data : 8'b0;
        end
        else if(frame_start) begin
            encoded_data = 8'b00000001;
        end
        else if(frame_end) begin
            encoded_data = 8'b00000010;
        end
        else begin
            encoded_data = {raw_data, 2'b11};
        end
    end
endmodule  
==> flow/run.sh <==
#!/bin/bash
# OpenROAD 26Q1-2900-gdf79404cd8, Yosys 0.63+post, stock flow scripts
make -C /OpenROAD-flow-scripts/flow DESIGN_CONFIG=/design/flow/config.mk WORK_HOME=/design/flow/orfs finish
==> flow/config.mk <==
export PLATFORM = sky130hd
export DESIGN_NAME = board_level_data_physical_encoder
export DESIGN_NICKNAME = board_level_data_physical_encoder
export VERILOG_FILES = /design/flow/design.v
export SDC_FILE = /design/flow/constraint.sdc
export NUM_CORES = 4
export LEC_CHECK = 1
export CORE_AREA = 10 10 70 70
export DIE_AREA = 0 0 80 80
==> flow/constraint.sdc <==
current_design board_level_data_physical_encoder

set clk_period 1.2
set clk_io_pct 0.2

create_clock -name clk0 -period $clk_period [get_ports {clk}]

set non_clock_inputs [all_inputs -no_clocks]
set_input_delay [expr $clk_period * $clk_io_pct] -clock clk0 $non_clock_inputs
set_output_delay [expr $clk_period * $clk_io_pct] -clock clk0 [all_outputs]
==> impl_metrics.tcl <==
# flow metrics
set metrics [dict create \
    critPathKind "flop to primary output" \
    io_buffer_count 20 \
    rows 21 \
    via_count 546 \
    boundaryPins 22 \
    finalHoldViolCount 0 \
    tritoncts.num_buffers 3 \
    total_leakage_power_nw 0.535 \
    finalCritPeriodShare_pct 112 \
    max_slew_margin_pct 70.6 \
    layout_min_cycle_time_ns 1.35 \
    worst_hold_path_type "input pin to flop" \
    synthesis.area_um2 488 \
    cts_max_level 1 \
    timing.critical_path.required_ns 0.96 \
    postLayoutCellArea_um2 1020 \
    critPathBufInv 3 \
    critical_path.startpoint_type "flop" \
    via_count_of_the_first_global_routing_pass 562 \
    final.setup.worst_slack_ns -0.148 \
    violations "negative setup slack" \
    maxCapViolCount 0 \
    drcViolationCount 0 \
    total_die_size_um2 6400 \
    total_power_uw 727 \
    ctsRootBufferMaster "sky130_fd_sc_hd__clkbuf_4" \
    synth.yosys.warnings 1 \
    final_common_cell "sky130_fd_sc_hd__buf_4" \
    finClkSkew_ns 0.00415 \
    yosysUniqueCellTypes 16 \
    grt_antenna_before_repair 0 \
    worst-endpoint-arrival_ns 1.11 \
    route.antenna.diode_count 0 \
    power.ir.vdd_worst_mv 0.639 \
    floorplan.die.width_um 80 \
    dp.final_hpwl_um 1080 \
    globalRoute.totalOverflow 0 \
    cts_tree "done" \
    path_cells "buf_6 > nand3b_1 > buf_4 > nand2_2 > buf_2" \
    gr-usage-all-layers_pct 5.03 \
    design.core.area_um2 3420 \
    clock_sinks 9 \
    layout_top_cells "sky130_fd_sc_hd__buf_4, sky130_fd_sc_hd__dfxtp_1, sky130_fd_sc_hd__buf_2, sky130_fd_sc_hd__nand4bb_1, sky130_fd_sc_hd__buf_6" \
    delay_of_the_slowest_critical_path_stage_ns 0.33 \
    detailed_route_wire_length_um 1540 \
    logic_area_um2 292 \
    layout-drive-gt1-share_pct 61.2 \
    setup_tns_ns -0.674 \
    final_core_utilization_pct 29.8 \
    cts-root-to-sink-buffers 2 \
    drtAntennaViolNets 0 \
    fmaxAchievable_mhz 742 \
    insertion_delay_ns 0.26 \
    path_clk_slew_ns 0.06 \
    die.size.y_um 80 \
    pin_slew_with_the_least_headroom_to_its_limit_ns 0.440 \
    grt_max_degree 10 \
    rsz0062_at_grt "yes" \
    warning_count 28 \
    drt-wirelength-per-cell_um 10.3 \
    fill_cells 377 \
    status "finished, violations left" \
    final_weighted_congestion_in_routability_driven_placement 0.718 \
    routed_via_density 3.66 \
    setup_viol_count_final 8 \
    drt-initial-drc-count 9 \
    crit_fanout 6 \
    syn_avg_cell_area_um2 10.6 \
    synth-area-yosys_um2 488 \
    worst_path_max_delay_cell "sky130_fd_sc_hd__dfxtp_2" \
    grt_first_pass_wirelength_um 2700 \
    netlist_instances 46 \
    drt-pass1-iter-count 4 \
    worst_path_dominant_cell_family "buffers and inverters" \
    synth_flops 9 \
    placed_cell_area_um2 791 \
    area.growth.synth_to_final_pct 108 \
    setup.worst_path.end_class "primary output" \
    seq_area_frac_synth_pct 36.9 \
    pwr_cell_area_nw_per_um2 714 \
    regArea_um2 181 \
    report.final.slew_viol_count 0 \
    pre_place_util_pct 14.3 \
    yosys_cells 46 \
]
Yosys cell counts:
master                      n  share of area [%]
sky130_fd_sc_hd__a211oi_2   1                2.6
sky130_fd_sc_hd__a21oi_1    7                7.2
sky130_fd_sc_hd__a21oi_2    1                1.8
sky130_fd_sc_hd__a21oi_4    1                3.3
sky130_fd_sc_hd__buf_6      1                2.3
sky130_fd_sc_hd__buf_8      1                3.1
sky130_fd_sc_hd__clkbuf_1   1               0.77
sky130_fd_sc_hd__dfxtp_1    9                 37
sky130_fd_sc_hd__inv_1      1               0.77
sky130_fd_sc_hd__nand2_1    7                5.4
sky130_fd_sc_hd__nand3b_1   4                6.2
sky130_fd_sc_hd__nand3b_4   3                 12
sky130_fd_sc_hd__nand4bb_1  6                 14
sky130_fd_sc_hd__nor2_1     1               0.77
sky130_fd_sc_hd__nor2b_1    1                1.3
sky130_fd_sc_hd__or2b_1     1                1.5
cell type report:
class,count,area share (%)
Clock buffer,4,2.58
Tap cell,46,5.66
Inverter,1,0.369
Sequential cell,9,17.8
Multi-Input combinational cell,33,28.7
Timing Repair Buffer,56,44.9
repair_timing:
item | 4_1_cts | 5_1_grt
setup buffers | 29 | 4
gates resized | 57 | 4
endpoints found under the setup margin | 12 | 10
pin swaps | 16 | 9
hold buffers | 0 | 0
sequential cells by signal, summed over array words and instances (netlist names):
signal,count
last_encoded_data,8
last_full,1
cell families (layout without fill, tap and decap cells):
| logic type | after synthesis | count (layout) | share of synthesized area, % |
|---|---|---|---|
| simple gates | 23 | 23 | 41.3 |
| flops | 9 | 9 | 36.9 |
| compound gates | 10 | 10 | 14.9 |
| buf+inv | 4 | 61 | 6.92 |
per-layer routing:
metal | up-vias | wire (um) | GRT usage (%)
met2 | 14 | 751 | 8.03
met4 | 0 | 0 | 0.528
met1 | 251 | 719 | 6.74
met3 | 0 | 69 | 1.48
li1 | 281 | - | -
met5 | - | 0 | 0
metrics by stage:
step	instances	hold slack (ns)	setup slack, ns
after CTS	148	0.296	-0.134
after global placement	119	0.480	-0.712
after detailed placement	119	0.486	-0.744
final	149	0.308	-0.148
after floorplan	46	0.352	0.366
after global routing	149	0.329	-0.244
worst register-to-register path, delay by kind of cell (launching register included):
family	cells	cell delay, ns
compound gates	1	0.09
flops	1	0.33
buf+inv	5	0.59
simple gates	1	0.07
report_power, final:
part / switching [mW] / total [mW] / internal (mW) / leakage [nW]
sequential: 0.00533 / 0.314 / 0.308 / 0.0737
combinational: 0.0596 / 0.180 / 0.120 / 0.446
clock: 0.105 / 0.233 / 0.128 / 0.0150
path summary, 6_finish.rpt:
check	from	slack (ns)	end	cells past startpoint
worst min register to register	last_encoded_data[6]	0.50	last_encoded_data[6]	2
worst min-delay path	valid	0.31	last_encoded_data[4]	3
worst max register to register	last_full	0.05	last_encoded_data[1]	7
worst max-delay path	last_full	-0.15	encoded_data[5]	5
Power is estimated from default activity; no workload was simulated.
