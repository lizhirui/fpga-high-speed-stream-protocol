`flow/design.v`:
```
module crc8_maxim(
        input [7:0] last_crc,
        input [7:0] data,
        output reg [7:0] crc
    );
    always @(*) begin
        case(last_crc ^ data)
            8'h00: crc = 8'h00;
            8'h01: crc = 8'h5e;
            8'h02: crc = 8'hbc;
            8'h03: crc = 8'he2;
            8'h04: crc = 8'h61;
            8'h05: crc = 8'h3f;
            8'h06: crc = 8'hdd;
            8'h07: crc = 8'h83;
            8'h08: crc = 8'hc2;
            8'h09: crc = 8'h9c;
            8'h0a: crc = 8'h7e;
            8'h0b: crc = 8'h20;
            8'h0c: crc = 8'ha3;
            8'h0d: crc = 8'hfd;
            8'h0e: crc = 8'h1f;
            8'h0f: crc = 8'h41;
            8'h10: crc = 8'h9d;
            8'h11: crc = 8'hc3;
            8'h12: crc = 8'h21;
            8'h13: crc = 8'h7f;
            8'h14: crc = 8'hfc;
            8'h15: crc = 8'ha2;
            8'h16: crc = 8'h40;
            8'h17: crc = 8'h1e;
            8'h18: crc = 8'h5f;
            8'h19: crc = 8'h01;
            8'h1a: crc = 8'he3;
            8'h1b: crc = 8'hbd;
            8'h1c: crc = 8'h3e;
            8'h1d: crc = 8'h60;
            8'h1e: crc = 8'h82;
            8'h1f: crc = 8'hdc;
            8'h20: crc = 8'h23;
            8'h21: crc = 8'h7d;
            8'h22: crc = 8'h9f;
            8'h23: crc = 8'hc1;
            8'h24: crc = 8'h42;
            8'h25: crc = 8'h1c;
            8'h26: crc = 8'hfe;
            8'h27: crc = 8'ha0;
            8'h28: crc = 8'he1;
            8'h29: crc = 8'hbf;
            8'h2a: crc = 8'h5d;
            8'h2b: crc = 8'h03;
            8'h2c: crc = 8'h80;
            8'h2d: crc = 8'hde;
            8'h2e: crc = 8'h3c;
            8'h2f: crc = 8'h62;
            8'h30: crc = 8'hbe;
            8'h31: crc = 8'he0;
            8'h32: crc = 8'h02;
            8'h33: crc = 8'h5c;
            8'h34: crc = 8'hdf;
            8'h35: crc = 8'h81;
            8'h36: crc = 8'h63;
            8'h37: crc = 8'h3d;
            8'h38: crc = 8'h7c;
            8'h39: crc = 8'h22;
            8'h3a: crc = 8'hc0;
            8'h3b: crc = 8'h9e;
            8'h3c: crc = 8'h1d;
            8'h3d: crc = 8'h43;
            8'h3e: crc = 8'ha1;
            8'h3f: crc = 8'hff;
            8'h40: crc = 8'h46;
            8'h41: crc = 8'h18;
            8'h42: crc = 8'hfa;
            8'h43: crc = 8'ha4;
            8'h44: crc = 8'h27;
            8'h45: crc = 8'h79;
            8'h46: crc = 8'h9b;
            8'h47: crc = 8'hc5;
            8'h48: crc = 8'h84;
            8'h49: crc = 8'hda;
            8'h4a: crc = 8'h38;
            8'h4b: crc = 8'h66;
            8'h4c: crc = 8'he5;
            8'h4d: crc = 8'hbb;
            8'h4e: crc = 8'h59;
            8'h4f: crc = 8'h07;
            8'h50: crc = 8'hdb;
            8'h51: crc = 8'h85;
            8'h52: crc = 8'h67;
            8'h53: crc = 8'h39;
            8'h54: crc = 8'hba;
            8'h55: crc = 8'he4;
            8'h56: crc = 8'h06;
            8'h57: crc = 8'h58;
            8'h58: crc = 8'h19;
            8'h59: crc = 8'h47;
            8'h5a: crc = 8'ha5;
            8'h5b: crc = 8'hfb;
            8'h5c: crc = 8'h78;
            8'h5d: crc = 8'h26;
            8'h5e: crc = 8'hc4;
            8'h5f: crc = 8'h9a;
            8'h60: crc = 8'h65;
            8'h61: crc = 8'h3b;
            8'h62: crc = 8'hd9;
            8'h63: crc = 8'h87;
            8'h64: crc = 8'h04;
            8'h65: crc = 8'h5a;
            8'h66: crc = 8'hb8;
            8'h67: crc = 8'he6;
            8'h68: crc = 8'ha7;
            8'h69: crc = 8'hf9;
            8'h6a: crc = 8'h1b;
            8'h6b: crc = 8'h45;
            8'h6c: crc = 8'hc6;
            8'h6d: crc = 8'h98;
            8'h6e: crc = 8'h7a;
            8'h6f: crc = 8'h24;
            8'h70: crc = 8'hf8;
            8'h71: crc = 8'ha6;
            8'h72: crc = 8'h44;
            8'h73: crc = 8'h1a;
            8'h74: crc = 8'h99;
            8'h75: crc = 8'hc7;
            8'h76: crc = 8'h25;
            8'h77: crc = 8'h7b;
            8'h78: crc = 8'h3a;
            8'h79: crc = 8'h64;
            8'h7a: crc = 8'h86;
            8'h7b: crc = 8'hd8;
            8'h7c: crc = 8'h5b;
            8'h7d: crc = 8'h05;
            8'h7e: crc = 8'he7;
            8'h7f: crc = 8'hb9;
            8'h80: crc = 8'h8c;
            8'h81: crc = 8'hd2;
            8'h82: crc = 8'h30;
            8'h83: crc = 8'h6e;
            8'h84: crc = 8'hed;
            8'h85: crc = 8'hb3;
            8'h86: crc = 8'h51;
            8'h87: crc = 8'h0f;
            8'h88: crc = 8'h4e;
            8'h89: crc = 8'h10;
            8'h8a: crc = 8'hf2;
            8'h8b: crc = 8'hac;
            8'h8c: crc = 8'h2f;
            8'h8d: crc = 8'h71;
            8'h8e: crc = 8'h93;
            8'h8f: crc = 8'hcd;
            8'h90: crc = 8'h11;
            8'h91: crc = 8'h4f;
            8'h92: crc = 8'had;
            8'h93: crc = 8'hf3;
            8'h94: crc = 8'h70;
            8'h95: crc = 8'h2e;
            8'h96: crc = 8'hcc;
            8'h97: crc = 8'h92;
            8'h98: crc = 8'hd3;
            8'h99: crc = 8'h8d;
            8'h9a: crc = 8'h6f;
            8'h9b: crc = 8'h31;
            8'h9c: crc = 8'hb2;
            8'h9d: crc = 8'hec;
            8'h9e: crc = 8'h0e;
            8'h9f: crc = 8'h50;
            8'ha0: crc = 8'haf;
            8'ha1: crc = 8'hf1;
            8'ha2: crc = 8'h13;
            8'ha3: crc = 8'h4d;
            8'ha4: crc = 8'hce;
            8'ha5: crc = 8'h90;
            8'ha6: crc = 8'h72;
            8'ha7: crc = 8'h2c;
            8'ha8: crc = 8'h6d;
            8'ha9: crc = 8'h33;
            8'haa: crc = 8'hd1;
            8'hab: crc = 8'h8f;
            8'hac: crc = 8'h0c;
            8'had: crc = 8'h52;
            8'hae: crc = 8'hb0;
            8'haf: crc = 8'hee;
            8'hb0: crc = 8'h32;
            8'hb1: crc = 8'h6c;
            8'hb2: crc = 8'h8e;
            8'hb3: crc = 8'hd0;
            8'hb4: crc = 8'h53;
            8'hb5: crc = 8'h0d;
            8'hb6: crc = 8'hef;
            8'hb7: crc = 8'hb1;
            8'hb8: crc = 8'hf0;
            8'hb9: crc = 8'hae;
            8'hba: crc = 8'h4c;
            8'hbb: crc = 8'h12;
            8'hbc: crc = 8'h91;
            8'hbd: crc = 8'hcf;
            8'hbe: crc = 8'h2d;
            8'hbf: crc = 8'h73;
            8'hc0: crc = 8'hca;
            8'hc1: crc = 8'h94;
            8'hc2: crc = 8'h76;
            8'hc3: crc = 8'h28;
            8'hc4: crc = 8'hab;
            8'hc5: crc = 8'hf5;
            8'hc6: crc = 8'h17;
            8'hc7: crc = 8'h49;
            8'hc8: crc = 8'h08;
            8'hc9: crc = 8'h56;
            8'hca: crc = 8'hb4;
            8'hcb: crc = 8'hea;
            8'hcc: crc = 8'h69;
            8'hcd: crc = 8'h37;
            8'hce: crc = 8'hd5;
            8'hcf: crc = 8'h8b;
            8'hd0: crc = 8'h57;
            8'hd1: crc = 8'h09;
            8'hd2: crc = 8'heb;
            8'hd3: crc = 8'hb5;
            8'hd4: crc = 8'h36;
            8'hd5: crc = 8'h68;
            8'hd6: crc = 8'h8a;
            8'hd7: crc = 8'hd4;
            8'hd8: crc = 8'h95;
            8'hd9: crc = 8'hcb;
            8'hda: crc = 8'h29;
            8'hdb: crc = 8'h77;
            8'hdc: crc = 8'hf4;
            8'hdd: crc = 8'haa;
            8'hde: crc = 8'h48;
            8'hdf: crc = 8'h16;
            8'he0: crc = 8'he9;
            8'he1: crc = 8'hb7;
            8'he2: crc = 8'h55;
            8'he3: crc = 8'h0b;
            8'he4: crc = 8'h88;
            8'he5: crc = 8'hd6;
            8'he6: crc = 8'h34;
            8'he7: crc = 8'h6a;
            8'he8: crc = 8'h2b;
            8'he9: crc = 8'h75;
            8'hea: crc = 8'h97;
            8'heb: crc = 8'hc9;
            8'hec: crc = 8'h4a;
            8'hed: crc = 8'h14;
            8'hee: crc = 8'hf6;
            8'hef: crc = 8'ha8;
            8'hf0: crc = 8'h74;
            8'hf1: crc = 8'h2a;
            8'hf2: crc = 8'hc8;
            8'hf3: crc = 8'h96;
            8'hf4: crc = 8'h15;
            8'hf5: crc = 8'h4b;
            8'hf6: crc = 8'ha9;
            8'hf7: crc = 8'hf7;
            8'hf8: crc = 8'hb6;
            8'hf9: crc = 8'he8;
            8'hfa: crc = 8'h0a;
            8'hfb: crc = 8'h54;
            8'hfc: crc = 8'hd7;
            8'hfd: crc = 8'h89;
            8'hfe: crc = 8'h6b;
            8'hff: crc = 8'h35;
            default: crc = 8'h00;
        endcase
    end
endmodule  
```
`flow/run.sh`:
```
#!/bin/bash
# OpenROAD 26Q1-2900-gdf79404cd8, Yosys 0.63+post, stock flow scripts
make -C /OpenROAD-flow-scripts/flow DESIGN_CONFIG=/design/flow/config.mk WORK_HOME=/design/flow/orfs finish
```
`flow/config.mk`:
```
export PLATFORM = sky130hd
export DESIGN_NAME = crc8_maxim
export DESIGN_NICKNAME = crc8_maxim
export VERILOG_FILES = /design/flow/design.v
export SDC_FILE = /design/flow/constraint.sdc
export NUM_CORES = 4
export LEC_CHECK = 1
export CORE_AREA = 10 10 70 70
export DIE_AREA = 0 0 80 80
```
`flow/constraint.sdc`:
```
current_design crc8_maxim

set clk_period 2.2
set clk_io_pct 0.2

create_clock -name clk0 -period $clk_period

set non_clock_inputs [all_inputs -no_clocks]
set_input_delay [expr $clk_period * $clk_io_pct] -clock clk0 $non_clock_inputs
set_output_delay [expr $clk_period * $clk_io_pct] -clock clk0 [all_outputs]
```
==> results_dict.tcl <==
# yosys + openroad results
set metrics [dict create \
    status "finished clean" \
    slew_headroom_pct 87.3 \
    antenna_found_initial 0 \
    fmaxAchievable_mhz 460 \
    hold_buffers 0 \
    holdPathEnd "crc[3]" \
    setup_ws_ns 0.0276 \
    grt_pass1_wl_mm 1.39 \
    placed_area_um2 586 \
    hold_ws_ns 1.41 \
    first_global_vias 306 \
    p_leak_nw 0.318 \
    drcViolationCount 0 \
    io_pins 24 \
    rows 21 \
    hold_viol 0 \
    critPathTopFamily "XOR/XNOR gates" \
    min_path_type "in -> out" \
    syn_area_per_cell_um2 11.2 \
    ys_seq_share_pct 0 \
    nClkBuffers 0 \
    core_area_mm2 0.00342 \
    dp_hpwl_um 792 \
    ir_drop_mv 0.167 \
    cp.required_ns 1.76 \
    crit_cells 6 \
    min_from "data[0]" \
    warning_count 34 \
    die_y_um 80 \
    drive_gt1_share_pct 57.6 \
    overflow 0 \
    wl_per_cell_um 8.35 \
    critical_path.endpoint_type "output port" \
    wl_um 877 \
    yosysUniqueCellTypes 5 \
    num_vias 277 \
    dr.first_iter.drc_count 3 \
    crit_chain "buf_2 -> xnor2_2 -> xnor3_2 -> buf_6 -> xor2_1 -> dlygate4sd2_1" \
    syn_to_final_growth_pct 176 \
    max_cap_viol_count 0 \
    syn_area_um2 235 \
    via_per_inst 2.64 \
    setup_viol 0 \
    slowest_stage "xnor3_2" \
    critical_path_buf_inv_count 3 \
    ys_area_um2 235 \
    min_period_over_period_pct 98.7 \
    min_path_cells 5 \
    fp.dieW_um 80 \
    antenna_cells 0 \
    post-place-ws_ns -0.521 \
    fin_area_um2 649 \
    crit_arrival_ns 1.73 \
    max_stage_delay_ns 0.49 \
    drtAntennaViolNets 0 \
    power_density_mw_per_mm2 445 \
    cp_max_fo 2 \
    seq_area_um2 0 \
    yosysWarnings 1 \
    setup.worst_path.start_class "primary input" \
    grt_max_degree 4 \
    drtPass1Iterations 2 \
    grt_usage_pct 2.65 \
    place_congestion 0.683 \
    seq_cells 0 \
    rsz0062_at_grt "yes" \
    crit_type "in -> out" \
    ys_cells 21 \
    port_buffers 24 \
    slew_violations 0 \
    synth_cells 21 \
    dieArea_mm2 0.00640 \
    setup_tns_ns 0 \
    tightest_slew_ns 0.189 \
    fp-utilization_pct 6.89 \
    finalCriticalPeriod_ns 2.17 \
]
-- worst min-delay path, cell delays in order --
cell and delay [ns]:
buf_2 0.10, xnor2_2 0.13, buf_4 0.13, xnor2_1 0.06, buf_2 0.11
-- routing by layer --
layer / part of all wire (%) / GRT usage (%) / vias to the layer above
li1: - / - / 138
met1: 46 / 3.70 / 127
met2: 50 / 4.57 / 12
met3: 4.0 / 0.227 / 0
met4: 0 / 0 / 0
met5: 0 / 0 / -
-- report_power, final --
group / total (mW) / switching (mW) / internal (mW) / leakage [nW]
Clock: 0 / 0 / 0 / 0
Combinational: 0.289 / 0.0893 / 0.200 / 0.318
Sequential: 0 / 0 / 0 / 0
Total: 0.289 / 0.0893 / 0.200 / 0.318
-- area by class of cell --
type	count	area [um^2]
tap	46	57.6
multi-input combinational	21	289
timing repair buffer	38	303
fill	396	2770
-- synth_stat cells --
cell / count / area share (%)
xnor2_1: 11 / 41
xnor2_2: 3 / 21
xnor3_2: 1 / 10
xor2_1: 5 / 19
xnor3_1: 1 / 9.6
-- worst max-delay path by stage --
stage	from	end	slack [ns]
global route	last_crc[6]	crc[6]	-0.04
finish	last_crc[6]	crc[6]	0.03
CTS	last_crc[6]	crc[1]	-0.09
-- placed cells by master (no fill, tap or decap) --
cell type         n
buf_6             3
xnor2_2           7
xor2_1            2
buf_2             7
clkdlybuf4s15_1   2
xnor3_2           2
buf_4            11
xor2_2            3
xnor2_1           7
dlymetal6s2s_1    1
dlygate4sd2_1    13
clkbuf_2          1
-- kinds of logic after synthesis --
family | count (synthesis) | share of synthesized area [%]
xor+xnor | 21 | 100
-- stage by stage --
step | power [mW] | instances | util (%)
after CTS | 0.304 | 106 | 19.2
final | 0.289 | 105 | 19.0
after global routing | 0.318 | 105 | 19.0
after floorplan | 0.0949 | 21 | -
after detailed placement | 0.279 | 98 | 17.1
after global placement | 0.279 | 98 | 17.1
-- what timing repair did --
item                                    4_1_cts  5_1_grt
gates resized                                53        4
pin swaps                                    13        2
buffers inserted                              8        0
endpoints found under the setup margin        8        5
No activity file was given, so power comes from the tool's default toggle rates.
